===== ./config.mk =====
export PLATFORM = sky130hd
export DESIGN_NAME = ram
export DESIGN_NICKNAME = ram
export VERILOG_FILES = /design/flow/design.v
export SDC_FILE = /design/flow/constraint.sdc
export NUM_CORES = 4
export LEC_CHECK = 1
export CORE_UTILIZATION = 30

===== ./constraint.sdc =====
current_design ram

set clk_period 3.8
set clk_io_pct 0.2

create_clock -name clk0 -period $clk_period [get_ports {WS}]

set non_clock_inputs [all_inputs -no_clocks]
set_input_delay [expr $clk_period * $clk_io_pct] -clock clk0 $non_clock_inputs
set_output_delay [expr $clk_period * $clk_io_pct] -clock clk0 [all_outputs]

===== ./design.v =====
`timescale 1ns/1ns 
module ram(DATA, OE, WS, CS, ADDR);
parameter width=8,depth=256;
input OE, WS, CS; 
input [4:0] ADDR;
inout  [width-1:0] DATA; 
reg [width-1:0] memory [0:depth-1];
assign DATA= (OE & !CS) ? memory[ADDR]:8'bZ;
always @(posedge WS ) 
begin
	if(!CS)
	begin
		if(!OE)
		begin
				#1 memory[ADDR]=DATA;
		end	
	end
end
endmodule

===== ./run.sh =====
#!/bin/bash
# OpenROAD 26Q1-2900-gdf79404cd8, Yosys 0.63+post, stock flow scripts
make -C /OpenROAD-flow-scripts/flow DESIGN_CONFIG=/design/flow/config.mk WORK_HOME=/design/flow/orfs finish

==> results.txt <==
run metrics: outcome did not finish, halt point of the flow clock tree synthesis (4_1_cts), Err [error] [KeplerFormal.cpp:679] Workflow failed: Iso has multiple drivers: .DATA0, _352_.Y0, Post-Place Cells 963, Mux area share 0.1799, CTS Sinks 256, GP Congestion 0.8865, dpl cell area 11210 um2, Ys Warns 2, chip area estimate from yosys synthesis 10210 um2, num rows 67, Post-synth seq share 0.7526, top comb family, area multiplexers, Port-buffer cells 7, adder share 0, mapped cell area 10210 um2, overall die width 186.5 um, post-DP HPWL 13700 um, xor+xnor area frac 0, Chip Height 186.5 um, synthesized instance count 469, Post-CTS Setup Bufs 0, FP Core Util 0.3046, Num CTS Buffers 25, Basic Gates by Area 0.03087, Hold Buf Count CTS 0, CTS root buffer clkbuf_16, I/O pin count 16, Syn Area/Cell 21.78 um2, ao+oa area frac 0.01727, clock buffer depth 3, #FFs+latches synth 256, CTS H-tree lvls 1, Post-CTS Resized 0, post-synth cell types 29, Yosys Instances 469
-- synthesized netlist by cell type --
master / number / area, um2
nand3b_1: 1 / 7.510
inv_1: 1 / 3.750
a221oi_2: 2 / 30.03
nor2b_1: 1 / 6.260
mux2_2: 7 / 78.83
nor3b_1: 1 / 7.510
o22ai_1: 2 / 12.51
mux2i_1: 34 / 340.3
o32ai_1: 2 / 17.52
nand2_1: 8 / 30.03
nor2_1: 26 / 97.59
nor3_1: 13 / 65.06
mux4_1: 18 / 473.0
o21ai_0: 5 / 25.02
buf_4: 5 / 37.54
edfxtp_1: 256 / 7687
mux4_2: 42 / 945.9
buf_2: 10 / 50.05
o22a_1: 6 / 52.55
o311ai_1: 1 / 8.760
nand2b_1: 6 / 37.54
buf_6: 7 / 78.83
or3b_4: 1 / 11.26
o221ai_2: 2 / 30.03
clkbuf_1: 2 / 7.510
nand3_1: 3 / 15.01
and2_1: 4 / 25.02
or3_1: 2 / 12.51
buf_12: 1 / 20.02
-- kinds of logic after synthesis --
logic type | Yosys count
AOI/OAI and AO/OA | 20
and+or+nand+nor | 66
DFF | 256
muxes | 101
buffers and inverters | 26
-- per-stage QoR --
stage	hold WS, ps	worst slack, ps	TNS [ps]
floorplan	981.4	-0.2434	-0.2434
global placement	1151	413.6	0
detailed placement	919.0	383.6	0
