$ cat design/flow/config.mk
export PLATFORM = sky130hd
export DESIGN_NAME = FIFO_final
export DESIGN_NICKNAME = FIFO_final
export VERILOG_FILES = /design/flow/design.v
export SDC_FILE = /design/flow/constraint.sdc
export NUM_CORES = 4
export LEC_CHECK = 1
export CORE_AREA = 10 10 81 81
export DIE_AREA = 0 0 91 91
$ cat design/flow/constraint.sdc
current_design FIFO_final

set clk_period 3.9
set clk_io_pct 0.2

create_clock -name clk0 -period $clk_period [get_ports {clk}]

set non_clock_inputs [all_inputs -no_clocks]
set_input_delay [expr $clk_period * $clk_io_pct] -clock clk0 $non_clock_inputs
set_output_delay [expr $clk_period * $clk_io_pct] -clock clk0 [all_outputs]
$ cat design/flow/design.v
`timescale 1 ns / 1 ns
module FIFO_final(data_out, empty, almost_size_empty, full, almost_size_full, valid, overflow, underflow, count, data_in, clk, rd_en, wr_en, rst_n);
parameter depth=32, almost_size=2, count_size=5,width=8;
input clk, rst_n, rd_en, wr_en;
input [width-1:0]data_in;
output reg [width-1:0]data_out=0;
output reg empty, almost_size_empty, full, almost_size_full, valid, overflow, underflow ;
output reg [count_size:0] count=0; 
reg [count_size:0] temp;
reg [width-1:0] memory [0:depth-1];
reg [count_size-1:0] wr_p=0, rd_p=0;
initial
begin
	for(temp=0;temp<depth;temp=temp+1)
		memory[temp]=0;
end
always @( posedge clk or posedge rst_n)
begin
   if( rst_n )
   begin
      data_out <= 0;
	  for(temp=0;temp<depth;temp=temp+1)
		memory[temp]=0;
   end
   else
   begin
   end
end
always @(posedge clk)
begin
   if( wr_en && !full )
      memory[wr_p] <= data_in;
   else
      memory[wr_p] <= memory[wr_p];
end
always @ (posedge clk or posedge rst_n)
begin 
	if(rst_n)
	begin
		wr_p <= 0;
		rd_p <= 0;
	end
	else
	begin
		if(!full && wr_en)
		wr_p <= wr_p+1;
		else
		wr_p <= wr_p;
		if(!empty && rd_en)
		rd_p <= rd_p+1;
		else
		rd_p <= rd_p;
		if(full && wr_en)
		overflow <= 1;
		else
		overflow <= 0;
		if(empty && rd_en)
		underflow <= 1;
		else
		underflow <= 0;
	end
end
always @(posedge clk or posedge rst_n)
begin
   if( rst_n )
       count <= 0;
   else if( (!full && wr_en) && ( !empty && rd_en ) )
       count <= count;
   else if( !full && wr_en )
       count <= count + 1;
   else if( !empty && rd_en )
       count <= count - 1;
   else
      count <= count;
end
always @(count)
begin
if(count==0)
begin
  empty = 1 ;
  end
  else
  empty = 0;
if(count<=almost_size)
  almost_size_empty = 1 ;
  else
  almost_size_empty = 0;
if(count>=(depth-almost_size))
  almost_size_full = 1 ;
  else
  almost_size_full = 0;
  if(count==depth)
   full = 1;
   else
   full = 0;
end
endmodule
$ cat design/flow/run.sh
#!/bin/bash
# OpenROAD 26Q1-2900-gdf79404cd8, Yosys 0.63+post, stock flow scripts
make -C /OpenROAD-flow-scripts/flow DESIGN_CONFIG=/design/flow/config.mk WORK_HOME=/design/flow/orfs finish
==> flow_metrics.env <==
# source this file to load flow results
export IMPL_grt_pass1_wl_um=2300
export IMPL_ctsHtreeMaxLevel=1
export IMPL_edf_count=2
export IMPL_end_kind="flop"
export IMPL_totalWireLength_um=1470
export IMPL_yosysCellCount=57
export IMPL_critPathBufInv=0
export IMPL_cts_sinks=8
export IMPL_cts_max_path_buffers=2
export IMPL_crit_slowest_cell="or4_4"
export IMPL_criticalPathCategory="flop to flop"
export IMPL_drive_gt1_share_pct=14.9
export IMPL_ys_ff=8
export IMPL_required_ns=4.05
export IMPL_ys_sh_aoi_pct=12.1
export IMPL_cts_root_buffer="clkbuf_8"
export IMPL_cts_tree="built"
export IMPL_top_logic_kind="buffers and inverters"
export IMPL_final_cells=141
export IMPL_port_buffers=15
export IMPL_vias_per_cell=3.11
export IMPL_clk_pin_slew_ns=0.04
export IMPL_synthDistinctLibCells=28
export IMPL_hold_violations=0
export IMPL_finalSetupTns_ns=0
export IMPL_pin_count=33
export IMPL_critPathTopFamily="AND-OR/OR-AND gates"
export IMPL_first_pass_iters=4
export IMPL_antenna_left=0
export IMPL_syn_area_um2=631
export IMPL_async_reset_ff_share_pct=75.0
export IMPL_die_area_um2=8280
export IMPL_min_path_type="flop to flop"
export IMPL_clk_insertion_delay_late_ns=0.23
export IMPL_grt_max_degree=9
export IMPL_vias=439
export IMPL_p_per_area_nw_per_um2=715
export IMPL_avgSynthCellArea_um2=11.1
export IMPL_p_leak_nw=0.364
export IMPL_relSlewSlack_pct=58.0
export IMPL_tightest_slew_ns=0.626
export IMPL_fp_util_pct=13.1
export IMPL_post_cts_buffers=0
export IMPL_status="completed"
export IMPL_synthToLayoutAreaGrowth_pct=36.5
export IMPL_synth_seq_share_pct=33.3
export IMPL_hold_buffers=0
export IMPL_ys_chip_area_um2=631
export IMPL_fmax_mhz=337
export IMPL_yosysTopAreaCell="dfrtp_1"
export IMPL_fa_ha_area_share_pct=11.1
export IMPL_rr_worst_depth=8
export IMPL_ys_sh_simple_pct=11.1
export IMPL_gp_congestion=0.754
export IMPL_ys_flop_type="dfrtp_1"
export IMPL_min_period_ns=2.97
export IMPL_dp_hpwl_um=1160
export IMPL_holdPathStages=1
export IMPL_worstSetupPathDepth=8
export IMPL_cp_arrival_ns=3.11
export IMPL_r2r_slack_ns=0.93
export IMPL_setup_viol=0
export IMPL_route_antenna_diode_count=0
export IMPL_most_common_cell="buf_4"
export IMPL_grt_usage_pct=3.32
export IMPL_crit_chain="or4_4 > o21ai_1 > ha_1 > a211oi_1 > o21bai_1 > a21oi_1 > mux2i_1 > xnor2_1"
export IMPL_rsz0062_at_grt="false"
export IMPL_antenna_found_initial=0
export IMPL_top_area_share_pct=23.8
export IMPL_wl_per_cell_um=10.4
export IMPL_grt_pass1_vias=474
export IMPL_ctsResizeCount=0
export IMPL_synthTopCellsByCount="9 x buf_4, 6 x dfrtp_1, 5 x a21oi_1, 4 x ha_1, 4 x mux2_4"
export IMPL_warnings=33
export IMPL_area_leaders="dfrtp_1 24%, buf_4 11%, edfxtp_1 9.5%, mux2_4 9.5%, ha_1 7.9%"
export IMPL_synthCells=57
export IMPL_place_inst=137
export IMPL_cts_buffers=3
export IMPL_report_final_slew_viol_count=0
export IMPL_xor_share_pct=6.94
export IMPL_ys_sh_mux_pct=11.1
export IMPL_yosys_warnings=3
export IMPL_post_route_period_util_pct=76.1
export IMPL_cp_max_fo=7
export IMPL_row_count=25
export IMPL_die_height_um=91
export IMPL_peakVddDrop_uv=129
export IMPL_die_w_um=91
export IMPL_core_area_um2=4820
export IMPL_cap_violations=0
export IMPL_start_kind="flop"
export IMPL_grt_overflow=0
export IMPL_drtIter0Drc=12
export IMPL_clock_skew_ns=0.00216
export IMPL_drc=0
export IMPL_slowest_delay_ns=0.56
## cell families after synthesis
family | count (synthesis)
fa+ha+maj | 5
buf+inv | 12
flops | 8
compound gates | 12
xor+xnor | 5
mux | 5
other cells | 1
simple gates | 9
## worst paths after layout
check                      startpoint        to
max                          count[0]  count[5]
min reg2reg                  count[5]  count[5]
max in group asynchronous       rst_n  count[1]
min                          count[5]  count[5]
min in group asynchronous       rst_n  count[3]
max reg2reg                  count[0]  count[5]
## through the flow
stage / worst slack [ns] / power [mW] / util (%) / cell area (um2) / hold slack [ns]
after floorplan: 1.34 / 0.388 / - / 661 / 0.504
after global placement: 0.927 / 0.518 / 16.9 / 816 / 0.579
after detailed placement: 0.969 / 0.519 / 16.9 / 816 / 0.593
after CTS: 0.909 / 0.629 / 17.9 / 861 / 0.594
after global routing: 0.723 / 0.673 / 17.9 / 861 / 0.638
final: 0.933 / 0.616 / 17.9 / 861 / 0.591
## registers in the layout, summed over array words and instances, names as in the netlist
signal,cells
underflow,1
overflow,1
count,6
## power by group
group / internal, mW / switching, mW / total, mW
registers: 0.122 / 0.0652 / 0.187
clock network: 0.0708 / 0.0316 / 0.102
logic: 0.220 / 0.106 / 0.326
total: 0.413 / 0.203 / 0.616
## area by class of cell
| cell class | count | area, um2 |
|---|---|---|
| timing repair buffer | 15 | 150 |
| multi-input combinational | 45 | 364 |
| clock buffer | 4 | 45.0 |
| tap | 67 | 83.8 |
| inverter | 2 | 7.51 |
| fill | 539 | 3960 |
| sequential | 8 | 210 |
## cells in the final DEF (no fill, tap or decap)
| master | synthesis | layout |
|---|---|---|
| edfxtp_1 | 2 | 2 |
| a21oi_1 | 5 | 5 |
| or2_1 | 1 | 1 |
| conb_1 | 1 | 9 |
| clkdlybuf4s50_1 | 0 | 15 |
| clkbuf_8 | 0 | 3 |
| nand2b_1 | 1 | 1 |
| dfrtp_1 | 6 | 6 |
| clkbuf_1 | 0 | 1 |
| a41o_1 | 1 | 1 |
| a21o_1 | 1 | 1 |
| mux2i_1 | 1 | 1 |
| fa_1 | 1 | 1 |
| o21ai_1 | 1 | 1 |
| xnor2_1 | 3 | 3 |
| or3_4 | 1 | 1 |
| a211oi_1 | 1 | 1 |
| nor2_1 | 1 | 1 |
| o21bai_1 | 1 | 1 |
| o21ai_0 | 1 | 1 |
| xor2_1 | 2 | 2 |
| ha_1 | 4 | 4 |
| or4_1 | 1 | 1 |
| inv_1 | 2 | 2 |
| mux2_4 | 4 | 4 |
| and3_4 | 1 | 1 |
| a21o_2 | 1 | 1 |
| or4_4 | 1 | 1 |
| and2_1 | 2 | 2 |
## routing by layer
layer  part of all wire [%]  up-vias  track usage, %
met3                    8.4        2            1.66
li1                       -      218               -
met4                    1.8        0           0.914
met5                      0        -               0
met1                     46      204            4.31
met2                     44       15            4.77
## worst register-to-register path, cell delays in order, from the launching register on
cell	delay, ns
dfrtp_1	0.47
or4_4	0.56
o21ai_1	0.53
ha_1	0.36
a211oi_1	0.23
o21bai_1	0.10
a21oi_1	0.23
mux2i_1	0.26
xnor2_1	0.13
Power figures rest on the tool's default switching activity, not on a simulated workload.
